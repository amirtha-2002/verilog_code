## ./config.mk

```make
export PLATFORM = sky130hd
export DESIGN_NAME = Seq
export DESIGN_NICKNAME = Seq
export VERILOG_FILES = /design/flow/design.v
export SDC_FILE = /design/flow/constraint.sdc
export NUM_CORES = 4
export LEC_CHECK = 1
export CORE_AREA = 10 10 79 79
export DIE_AREA = 0 0 89 89
```

## ./constraint.sdc

```tcl
current_design Seq

set clk_period 2.8
set clk_io_pct 0.2

create_clock -name clk0 -period $clk_period [get_ports {clk}]

set non_clock_inputs [all_inputs -no_clocks]
set_input_delay [expr $clk_period * $clk_io_pct] -clock clk0 $non_clock_inputs
set_output_delay [expr $clk_period * $clk_io_pct] -clock clk0 [all_outputs]
```

## ./design.v

```verilog
module Seq(input x , clk , rst,output reg y);
parameter A = 3'b000;
parameter B = 3'b001;
parameter C = 3'b010;
parameter D = 3'b011;
parameter E = 3'b100;
parameter F = 3'b101;
parameter G = 3'b110;
reg [2:0]p,n;
always @(posedge clk , posedge rst)
begin 
if(rst) n = A ; 
else 
begin 
case({p})					
A : begin 
y = 0;
if(x) n = B;
else n = A; end
B: begin 
y = 0;
if(x) n = C;
else n = A; end
C : begin 
y = 0;
if(x) n = C;
else n = D; end
D: begin 
y = 0;
if(x) n = E;
else n = A; end
E : begin 
y = 0;
if(x) n = F;
else n = A; end
F : begin 
y = 0;
if(x) n = C;
else n = G;
end
G : begin 
y = 0;
if(x) n  = E;
else 		
begin n = A; y = 1'b1; end
end
endcase
p = n;
end
end
endmodule
```

## ./run.sh

```bash
#!/bin/bash
# OpenROAD 26Q1-2900-gdf79404cd8, Yosys 0.63+post, stock flow scripts
make -C /OpenROAD-flow-scripts/flow DESIGN_CONFIG=/design/flow/config.mk WORK_HOME=/design/flow/orfs finish
```

==> flow_summary.rst <==
Physical design figures
=======================

.. list-table::
   :header-rows: 1

   * - Metric
     - Value
   * - YS chip area
     - 483 um2
   * - Wire length of the first global-routing pass
     - 1.56 mm
   * - Final core area utilization
     - 13.0%
   * - Leakage power summed over all cells
     - 0.227 nW
   * - Slew at the pin with the worst max-slew slack
     - 0.430 ns
   * - Via-per-instance ratio
     - 3.58
   * - Setup Viol. Count Final
     - 0
   * - Post-Syn Area per Cell
     - 10.1 um2
   * - Wire length per cell after detailed routing
     - 8.83 um
   * - Resized Gates After CTS
     - 0
   * - Final worst-path setup slack
     - 1.00 ns
   * - Count of instantiated cells in the yosys netlist
     - 48
   * - ANT cells
     - 0
   * - Maximum clock skew at final layout
     - 0.00146 ns
   * - Number of hold buffers added after cts
     - 0
   * - Worst min-delay path endpoint
     - n[4]
   * - Share of power burned in the clock network
     - 37.8%
   * - Switching power as a share of total power
     - 24.5%
   * - Number of hold violations in the final report
     - 0
   * - Simple Share, Synth
     - 19.4%
   * - # port buffers
     - 3
   * - Worst Path Arrival
     - 1.77 ns
   * - Most numerous logic cell after layout
     - dfrtp_1
   * - Worst reg2reg path depth
     - 3
   * - Start of the worst register-to-register path
     - p[2]
   * - Router iterations before antenna repair
     - 4
   * - Endpoint kind of the worst setup timing path
     - flip-flop
   * - Count of cells along the worst hold path
     - 2
   * - Remaining max-slew budget at the tightest pin
     - 71.3%
   * - Area of the mapped netlist
     - 483 um2
   * - Distinct lib cells used
     - 22
   * - XORs/XNORs by Area
     - 0%
   * - I/O pin cnt
     - 4
   * - Buffer count from post-CTS setup fixing
     - 0
   * - Placer's final routability congestion estimate
     - 0.773
   * - Register-to-register setup slack
     - 1.25 ns
   * - Antenna violations before repair
     - 0
   * - Clk pin slew, worst setup/hold paths
     - 0.04 ns
   * - Insertion delay to the later sink of the worst-skew pair
     - 0.23 ns
   * - CTS tree
     - done
   * - Via count of the first global-routing pass
     - 374
   * - Max Root-Sink Buffers
     - 2
   * - Final design instance area without fill
     - 607 um2
   * - Synth flops
     - 10
   * - Iter 0 DRT Violations
     - 23
   * - Portion of the post-synthesis area used by sequential elements
     - 56.0%
   * - Dpl hpwl
     - 608 um
   * - Number of standard cells after synthesis
     - 48
   * - Maximum clock rate
     - 556 MHz
   * - Number of placed cells counting well taps
     - 102
   * - Crit path max fanout
     - 8
   * - Number of vias in the routed layout
     - 376
   * - Die Span Y
     - 89 um
   * - Flop pwr share
     - 50.3%
   * - Area growth from synthesis to layout
     - 25.6%
   * - Min-delay src
     - n[4]
   * - Hold crit path type
     - flip-flop to flip-flop
   * - Proportion of synthesized area in mux cells
     - 0%
   * - Root Buffer Master
     - clkbuf_8
   * - Post-synthesis compound-gate area fraction
     - 18.4%
   * - Setup Total Neg Slack
     - 0 ns
   * - Worst endpoint required time
     - 2.77 ns
   * - Wirelength, routed
     - 927 um
   * - TritonCTS Buffers
     - 3
   * - Maxcap violations
     - 0
   * - Std cell rows
     - 25
   * - Combined global-route utilization of all metal layers
     - 2.52%
   * - Total die area
     - 7920 um2
   * - Number of max-slew violations in the final report
     - 0
   * - Capture instance of the worst register-to-register path
     - p[2]
   * - DRT antenna net count
     - 0
   * - Floorplan die width
     - 89 um
   * - Min Clock Period, post-route
     - 1.80 ns
   * - Adder-cell share of the synthesized area
     - 0%
   * - Clk sink count
     - 10
   * - Sw Pwr
     - 0.0930 mW
   * - Pin count of the biggest net entering global routing
     - 16
   * - Synth warnings
     - 1
   * - Tally of OpenROAD warnings
     - 25
   * - Power density over cell area
     - 625 nW/um2
   * - Most frequently placed logic cells in the final layout
     - dfrtp_1 (6), inv_1 (4), nor3_1 (4), edfxtp_1 (4)
   * - Start-to-end type of the worst setup path
     - primary input to flip-flop
   * - Layout fillers
     - 515
   * - Final global-route overflow total
     - 0
   * - Worst slack at placement
     - 0.789 ns
   * - Kind of launch point of the worst setup path
     - primary input
   * - Proportion of layout cells with a drive suffix above 1
     - 9.80%
   * - Internal power of the cells
     - 0.286 mW
   * - Final period util
     - 64.2%
   * - Largest family of logic cells by area
     - simple AND/OR/NAND/NOR gates
   * - Placement Cell Area
     - 566 um2
   * - Status
     - completed
   * - Total core area
     - 4660 um2
   * - RSZ-0062 raised after global routing
     - no
   * - Logic pwr share
     - 11.9%
   * - Largest vdd supply drop
     - 0.132 mV
   * - Total DRC errors in the routed layout
     - 0
   * - Count of placed standard cells in the final layout, fillers left out
     - 105
   * - Floorplan core density
     - 10.4%
   * - H-tree level count
     - 1
power by group through the flow:
stage / Combinational [mW] / Sequential (mW) / Clock, mW
after CTS: 0.0454 / 0.190 / 0.149
after global routing: 0.0515 / 0.194 / 0.157
final: 0.0453 / 0.191 / 0.143
logic make-up (layout without fill, tap and decap cells):
group,Yosys count,in the layout
buf+inv,7,10
compound gates,14,14
flops,10,10
simple gates,17,17
cell type report:
type	instances	area (um2)	share of cell area, %
flip-flops and latches	10	270	44.5
multi-input cells	31	183	30.1
well taps	54	67.6	11.1
clock buffers	3	41.3	6.80
repair buffers	3	30.0	4.95
inverters	4	15.0	2.47
critical path: stages:
cell and delay [ns]:
clkdlybuf4s50_1 0.51, nand2b_1 0.17, a311oi_1 0.13, or3_1 0.40
through the flow:
step           hold WS (ns)  power (mW)
6_report              0.530       0.379
5_1_grt               0.555       0.403
4_1_cts               0.533       0.385
3_5_place_dp          0.525       0.237
3_3_place_gp          0.526       0.237
2_1_floorplan         0.386       0.224
per-layer routing:
metal,vias to the layer above,wire length [um],track usage (%),share of wire [%]
li1,179,-,-,-
met1,183,416,2.81,45
met2,14,396,3.72,43
met3,0,114,1.84,12
met4,0,0,0.723,0
met5,-,0,0,0
worst max-delay path by stage:
stage | startpoint | endpoint | slack [ns] | depth (start not counted)
global route | x | p[2] | 0.94 | 4
finish | x | p[2] | 1.00 | 4
CTS | x | p[2] | 1.01 | 4
synthesized netlist by cell type:
| cell | number | share of area, % |
|---|---|---|
| nand2_1 | 2 | 1.6 |
| nand3_1 | 2 | 2.1 |
| o32ai_1 | 1 | 1.8 |
| o22ai_1 | 1 | 1.3 |
| or3_1 | 1 | 1.3 |
| o21ai_0 | 3 | 3.1 |
| inv_1 | 4 | 3.1 |
| or3b_1 | 1 | 1.8 |
| edfxtp_1 | 4 | 25 |
| and2b_2 | 1 | 1.8 |
| a31oi_1 | 3 | 3.9 |
| a311oi_1 | 1 | 1.8 |
| dfrtp_1 | 6 | 31 |
| and3_1 | 1 | 1.3 |
| o31ai_1 | 1 | 1.6 |
| nor3_1 | 4 | 4.1 |
| a21oi_2 | 1 | 1.8 |
| nor2_1 | 2 | 1.6 |
| a21oi_1 | 3 | 3.1 |
| nor2b_1 | 1 | 1.3 |
| nand2b_1 | 2 | 2.6 |
| buf_2 | 3 | 3.1 |
state kept, by name, indices dropped and copies added, names as in the netlist:
signal,count
y,1
p,3
n,6
Power and IR drop assume default switching activity.
