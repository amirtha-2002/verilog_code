==> flow/config.mk <==
export PLATFORM = sky130hd
export DESIGN_NAME = alu
export DESIGN_NICKNAME = alu
export VERILOG_FILES = /design/flow/design.v
export SDC_FILE = /design/flow/constraint.sdc
export NUM_CORES = 4
export LEC_CHECK = 1
export CORE_AREA = 10 10 97 97
export DIE_AREA = 0 0 107 107
==> flow/constraint.sdc <==
current_design alu

set clk_period 4.8
set clk_io_pct 0.2

create_clock -name clk0 -period $clk_period

set non_clock_inputs [all_inputs -no_clocks]
set_input_delay [expr $clk_period * $clk_io_pct] -clock clk0 $non_clock_inputs
set_output_delay [expr $clk_period * $clk_io_pct] -clock clk0 [all_outputs]
==> flow/design.v <==
module alu(input [3:0] a,b,input [2:0] s,output reg [7:0] y);
always @(a,b,s) 
begin
case(s)
3'b000:y=a+b;
3'b001:y=a-b;
3'b010:y=a*b;
3'b011:y=a/b;
3'b100:y=a^b;
3'b101:y=~(a&b);
3'b110:y=a<<1;
default:y=(~a)+1;
endcase
end
endmodule
==> flow/run.sh <==
#!/bin/bash
# OpenROAD 26Q1-2900-gdf79404cd8, Yosys 0.63+post, stock flow scripts
make -C /OpenROAD-flow-scripts/flow DESIGN_CONFIG=/design/flow/config.mk WORK_HOME=/design/flow/orfs finish
==> job_summary.md <==
### Flow metrics

| Metric | Value |
|---|---|
| P per Cell Area | `214 nW/um^2` |
| Largest type area fraction | `between 20% and 30%` |
| Kind of critical path | `in -> out` |
| # setup viols final | `6` |
| Worst-path maximum fanout | `4` |
| Row count | `31` |
| Worst Max-Slew Pin Slew | `569 ps` |
| Worst Path Buf+Inv | `18` |
| Unrepaired setup endpoints after global routing | `true` |
| Yosys stat chip area | `2330 um^2` |
| Distinct cell type count after synthesis | `53` |
| Share of cells above drive strength 1 | `49.8%` |
| Period minus WS final | `approximately 11000 ps` |
| Io pins | `19` |
| Mean post-synth cell area | `7.11 um^2` |
| Final Power | `0.917 mW` |
| FFs & Latches | `0` |
| Vias in the first global route | `2938` |
| Worst hold path type | `in -> out` |
| Final Max Slew Viols | `0` |
| Floorplan Utilization | `32.0%` |
| Yosys cell count | `328` |
| Required time worst endpoint | `3840 ps` |
| Critical path's top delay family | `AND-OR/OR-AND gates` |
| Max VDD drop | `0.108 mV` |
| Worst setup EP type | `output port` |
| Post-layout util | `between 50 and 60%` |
| Max Freq | `0.0950 GHz` |
| DR iter-0 viols | `113` |
| Worst Path Arrival | `9570 ps` |
| First-pass iteration count of the detailed router | `4` |
| Post-synth top area cell | `ha_1` |
| ANT cells | `0` |
| Slew HR | `61.7%` |
| Total routed wirelength | `8.46 mm` |
| Total GRT Usage | `13.9%` |
| Violations in the final reports | `negative setup slack` |
| Die W | `107 um` |
| Crit-path max cell delay | `500 ps` |
| Post-DP HPWL | `5.86 mm` |
| Largest net degree at the start of global routing | `16` |
| Antenna violations before repair | `0` |
| Max Cap Viol | `0` |
| Synth Seq Share | `0%` |
| Status | `complete, but fails checks` |
| Final hold vios | `0` |
| Tool warnings | `roughly 43` |
| Flip-flop and latch area | `0 um^2` |
| GPL Wtd Cong | `between 0.9 and 1` |
| First-pass GRT wire length | `13.5 mm` |
| Via count | `3015` |
| Area Growth Syn to Fin | `84.0%` |
| Top cell by count, worst path | `buf_4` |
| Post-route ant nets | `0` |
| Biggest area cells | `ha_1 (27%), a21oi_1 (6.7%), o21ai_0 (6.2%)` |
| Residual DRC | `0` |
| Core region area | `7290 um^2` |
| Die height | `107 um` |
| Grt ovf | `0` |
| Pleak | `2.04 nW` |
| Hold Worst Slack | `2530 ps` |
| Cells after Synth | `328` |
| IO Port Bufs | `19` |
| Synth Cell Area | `2330 um^2` |
| DR WL/cell | `around 14 um` |
| Yosys warns | `1` |
| Crit start category | `input pin` |
| Final Worst Setup Slack | `-5730 ps` |
| Via density | `roughly 5` |
| Slowest stage cell, crit path | `or4b_4` |
| Die area | `11400 um^2` |
| Clock buffer count | `0` |
| Crit share post-route | `219%` |
## cell usage in the layout (no fill, tap or decap), types with 3 or more instances in the layout
cell and count:
nor2b_1 4, buf_6 20, nor2_1 24, nor2_2 4
inv_1 22, a211oi_1 3, dlygate4sd2_1 3, mux2_4 3
a22o_1 3, o31ai_1 3, inv_2 5, ha_4 14
nor3b_1 3, nand2_1 23, nor2_4 4, o21ai_2 4
ha_1 35, o21a_1 10, clkdlybuf4s50_1 3, a21oi_1 19
conb_1 4, buf_4 138, fa_1 5, o21ai_1 5
xnor2_1 9, nor3_1 14, a21o_1 6, a21oi_2 10
buf_2 6, o21ai_0 21, nand2b_1 3, xor2_1 4
## synthesized netlist by cell type, types with 3 or more instances
cell type,count
a211oi_1,5
a21o_1,6
a21oi_1,31
a22o_1,3
and2_1,4
clkbuf_1,5
fa_1,6
ha_1,51
inv_1,27
mux2_2,4
nand2_1,26
nand2b_1,3
nor2_1,32
nor2b_1,4
nor3_1,17
nor3b_1,3
o21a_1,11
o21ai_0,29
o31ai_1,6
xnor2_1,10
xor2_1,4
## worst min-delay path, delay by kind of cell
kind	cells	cell delay, ps
AND-OR/OR-AND	2	220
AND/OR/NAND/NOR	1	60
buffers and inverters	3	330
## what timing repair did
| item | CTS | global route |
|---|---|---|
| resized | 102 | 44 |
| buffers inserted | 82 | 14 |
| endpoints found under the setup margin | 8 | 7 |
| pin swaps | 56 | 51 |
| hold buffers | 0 | 0 |
## cell type report
class | count | area [um^2]
multi-input combinational | 296 | 2690
inverter | 27 | 101
timing repair buffer | 173 | 1370
tap | 99 | 124
fill | 622 | 3000
## power breakdown
part / leakage [nW] / switching (mW) / internal, mW
combinational: 2.04 / 0.396 / 0.521
clock: 0 / 0 / 0
sequential: 0 / 0 / 0
total: 2.04 / 0.396 / 0.521
## stage by stage
stage,std cells,setup slack [ps],area [um^2],setup TNS [ps]
floorplan,331,-5420,2440,-14790
global placement,541,-6380,3460,-22330
detailed placement,541,-6520,3460,-22780
CTS,588,-5800,4040,-17570
global route,595,-6200,4290,-18360
finish,595,-5730,4290,-16730
## layer usage
metal	global-route usage [%]	share of wire, %
met2	24.4	47
met5	0	0
met4	0.870	0.87
met1	19.0	49
met3	1.03	3.3
## cells by family (layout without fill, tap and decap cells)
family / count (synthesis) / count (layout) / share of synthesized area (%)
AND-OR/OR-AND: 115 / 115 / 32.4
buffers and inverters: 35 / 200 / 6.28
multiplexers: 7 / 7 / 3.43
adder cells (fa/ha/maj): 57 / 57 / 32.5
XOR/XNOR: 14 / 14 / 5.26
other: 1 / 4 / 0.161
AND/OR/NAND/NOR: 99 / 99 / 20.0
## final timing paths
check                 startpoint    to  slack (ps)  cells after the start
worst max-delay path        b[2]  y[0]       -5730                     55
worst min-delay path        b[3]  y[5]        2530                      6
No activity file was given, so power comes from the tool's default toggle rates.
