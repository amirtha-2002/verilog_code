**flow/run.sh**
```bash
#!/bin/bash
# OpenROAD 26Q1-2900-gdf79404cd8, Yosys 0.63+post, stock flow scripts
make -C /OpenROAD-flow-scripts/flow DESIGN_CONFIG=/design/flow/config.mk WORK_HOME=/design/flow/orfs finish
```
**flow/config.mk**
```make
export PLATFORM = sky130hd
export DESIGN_NAME = rc_subtractor
export DESIGN_NICKNAME = rc_subtractor
export VERILOG_FILES = /design/flow/design.v
export SDC_FILE = /design/flow/constraint.sdc
export NUM_CORES = 4
export LEC_CHECK = 1
export CORE_AREA = 10 10 70 70
export DIE_AREA = 0 0 80 80
```
**flow/constraint.sdc**
```tcl
current_design rc_subtractor

set clk_period 1.6
set clk_io_pct 0.2

create_clock -name clk0 -period $clk_period

set non_clock_inputs [all_inputs -no_clocks]
set_input_delay [expr $clk_period * $clk_io_pct] -clock clk0 $non_clock_inputs
set_output_delay [expr $clk_period * $clk_io_pct] -clock clk0 [all_outputs]
```
**flow/design.v**
```verilog
module full_subtractor(input x,y,z,output b0,di);
assign b0=(~x&y)+(~(x^y))&z;
assign di=(x^y)^z;
endmodule
module rc_subtractor(
    input [3:0] a,b,
    input c,
    output [3:0] s,
    output co
    );
	 wire c1,c2,c3;
full_subtractor fa1(a[0],b[0],c,s[0],c1);
full_subtractor fa2(a[1],b[1],c1,s[1],c2);
full_subtractor fa3(a[2],b[2],c2,s[2],c3);
full_subtractor fa4(a[3],b[3],c3,s[3],co);
endmodule
```
==> run notes <==
- -0.142 ns — sum of negative setup slack
- 10 — post-synthesis cell type count
- input port — critical path startpoint category
- 86.1% — relative slew slack
- 0.000203 W — total power
- sky130_fd_sc_hd__ha_4 — cell with the biggest individual delay on the critical path
- in -> out — Min-Delay Path Class
- 3 — critical path peak fanout
- 166 um2 — yosys stat chip area
- 1.70 ns — post-layout minimum cycle time
- 75.7% — fraction of layout instances using a drive strength above 1
- 188 — Via Count
- 21 — site row count
- 3 — number of buffers and inverters on the critical path
- 14 — I/O pin cnt
- 8 x sky130_fd_sc_hd__buf_2, 3 x sky130_fd_sc_hd__ha_4, 3 x sky130_fd_sc_hd__buf_6, 3 x sky130_fd_sc_hd__clkdlybuf4s50_1, 3 x sky130_fd_sc_hd__buf_4 — most frequent logic cells in the routed design
- 34 — tool warnings
- a[1] — startpoint of the lowest-slack hold path
- yes — RSZ-0062 raised after global routing
- 463 nW/um2 — areal power density over the cells
- 185 — via count of the first global-routing pass
- 0 — antenna diode count
- 0.0809 mV — worst-case vdd ir drop
- finished, violations left — status
- 0.751 — weighted congestion reported at the end of routability-driven placement
- 0 um2 — footprint of the flip-flops and latches
- sky130_fd_sc_hd__buf_2 — top logic cell by instance count in the layout
- 0 — flip-flop and latch count
- setup timing — violations in the final reports
- 3 — setup violators final
- 0.28 ns — longest individual stage delay on the worst path
- 3420 um2 — Placeable Area
- 4 — maximum number of pins on one net before global-route repair
- s[1] — worst min-delay path endpoint
- in -> out — type of the setup path with the least slack
- 164% — area growth from synthesis to layout
- -0.943 ns — pre-CTS setup slack
- 890 um — first-pass GRT wire length
- 83 — filler-free cell count of the finished design
- 0.208 ns — Least-Margin Pin Slew
- 0 — gr ovfl total
- 6.55 um — wire per inst
- 1.38 ns — data arrival at the endpoint of the critical path
- 214 um2 — multi-input gate area in the final layout
- 1 — iteration count of the initial detailed-routing pass
- 589 MHz — maximum frequency from static timing analysis
- 7.56 um2 — mean instance size in the synthesized netlist
- -0.0968 ns — post-layout worst setup margin
- 166 um2 — post-synth design cell area
- 0 — drc violations
- 0 — # clk buffers
- 0.182 nW — Pleak
- 0 — number of nets with antenna violations after detailed routing
- 22 — ys cells
- XOR/XNOR gates — Top delay family on crit path
- buf_6, ha_4, xor2_4, xnor2_2, buf_4, xor2_1, buf_2 — sequence of cells on the critical path
- 22 — synthesized netlist cell count
- 106% — post-layout period usage of the worst path
- 79 — Cell Count Post-Placement
- 1.66% — Total GRT Usage
- 0 — count of pins over their slew limit
- 14 — count of port buffers added during placement
- 6400 um2 — die footprint
- 544 um — WL final
- output port — sort of element at the end of the critical path
- 1.28 ns — CP required
- 80 um — Vert. Die Dim
- 0 — DRT iter0 DRCs
- 2.27 — Vias per Instance
- 0 — final-report hold violation count
- 4.87% — Initial Util
- 4 — worst hold path cell count
- 0% — sequential share of the synthesized area
- 0 — max-cap check violation count
- 0 — tally of yosys warning messages
- 399 — filler cell count in the final layout
- 0 — initial antenna violation count
- 80 um — Die X
## repair_timing
| action | 4_1_cts | 5_1_grt |
|---|---|---|
| resized | 53 | 4 |
| hold buffers | 0 | 0 |
| setup endpoints to repair | 5 | 5 |
| pin swaps | 9 | 2 |
| buffers inserted | 4 | 0 |
| gates cloned | 0 | 0 |
## cell families after synthesis
logic type,after synthesis,synth area share [%]
xor gates and xnor gates,4,25.6
adders and majority gates,4,30.1
buffers and inverters,8,27.1
and+or+nand+nor,6,17.3
## metal layers
metal | vias up | wire (um) | global-route usage [%]
li1 | 94 | - | -
met3 | 0 | 103 | 1.02
met4 | 0 | 0 | 0
met2 | 10 | 249 | 2.73
met5 | - | 0 | 0
met1 | 84 | 191 | 1.92
## synth_stat cells, drive strengths merged
cell type,count,area share (%)
buf,4,18
xor2,2,15
xnor2,2,11
nor2b,1,3.8
inv,4,9.0
nor2,3,6.8
nor3,1,3.0
ha,4,30
and2,1,3.8
## through the flow
stage	hold WS, ns	area [um2]	utilization, %
after floorplan	0.802	166	-
after global placement	1.65	342	10.0
after detailed placement	1.65	342	10.0
after CTS	0.975	423	12.4
after global routing	0.994	439	12.9
final	0.974	439	12.9
## worst max-delay path by stage
stage / startpoint / to / slack (ns) / cells past startpoint
CTS: b[0] / co / -0.12 / 8
global route: b[0] / co / -0.17 / 8
finish: a[0] / co / -0.1 / 7
## power by group
| part | total (W) | switching [W] | leakage, nW | internal, W |
|---|---|---|---|---|
| registers | 0 | 0 | 0 | 0 |
| clock network | 0 | 0 | 0 | 0 |
| logic | 0.000203 | 0.0000687 | 0.182 | 0.000135 |
## final cells by class
class	count	share of cell area, %
inverter	4	3.99
multi-input combinational	14	48.7
tap	46	13.1
timing repair buffer	19	34.2
Power figures rest on the tool's default switching activity, not on a simulated workload.
